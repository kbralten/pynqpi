**./config.mk**
```make
export PLATFORM = sky130hd
export DESIGN_NAME = axis_to_video
export DESIGN_NICKNAME = axis_to_video
export VERILOG_FILES = /design/flow/design.v
export SDC_FILE = /design/flow/constraint.sdc
export NUM_CORES = 4
export LEC_CHECK = 1
export CORE_UTILIZATION = 30
```
**./constraint.sdc**
```tcl
current_design axis_to_video

set clk_period 2.1
set clk_io_pct 0.2

create_clock -name clk0 -period $clk_period [get_ports {video_clk}]

set non_clock_inputs [all_inputs -no_clocks]
set_input_delay [expr $clk_period * $clk_io_pct] -clock clk0 $non_clock_inputs
set_output_delay [expr $clk_period * $clk_io_pct] -clock clk0 [all_outputs]
```
**./design.v**
```verilog
module axis_to_video #(
    parameter STREAM_WIDTH = 24,   
    parameter VIDEO_DATA_WIDTH = 24   
)(
    (* X_INTERFACE_INFO = "xilinx.com:signal:clock:1.0 video_clk CLK" *)
    (* X_INTERFACE_PARAMETER = "ASSOCIATED_BUSIF s_axis, ASSOCIATED_RESET resetn, FREQ_HZ 74250000" *)
    input wire video_clk,            
    (* X_INTERFACE_INFO = "xilinx.com:signal:reset:1.0 resetn RST" *)
    (* X_INTERFACE_PARAMETER = "POLARITY ACTIVE_LOW" *)
    input wire resetn,
    (* X_INTERFACE_INFO = "xilinx.com:interface:axis:1.0 s_axis TDATA" *)
    input wire [STREAM_WIDTH-1:0] s_axis_tdata,
    (* X_INTERFACE_INFO = "xilinx.com:interface:axis:1.0 s_axis TVALID" *)
    input wire s_axis_tvalid,
    (* X_INTERFACE_INFO = "xilinx.com:interface:axis:1.0 s_axis TREADY" *)
    output wire s_axis_tready,
    (* X_INTERFACE_INFO = "xilinx.com:interface:axis:1.0 s_axis TUSER" *)
    input wire s_axis_tuser,         
    (* X_INTERFACE_INFO = "xilinx.com:interface:axis:1.0 s_axis TLAST" *)
    (* X_INTERFACE_PARAMETER = "TUSER_WIDTH 1, HAS_TREADY 1, HAS_TKEEP 0, HAS_TLAST 1" *)
    input wire s_axis_tlast,         
    input wire vtc_fsync,            
    input wire vtc_active_video,     
    input wire vtc_hsync,
    input wire vtc_vsync,
    output reg [VIDEO_DATA_WIDTH-1:0] vid_data,
    output reg vid_hsync,
    output reg vid_vsync,
    output reg vid_active_video
);
    localparam UNLOCKED = 2'b00;
    localparam WAIT_FSYNC = 2'b01;
    localparam LOCKED = 2'b10;
    reg [1:0] state;
    reg frame_pending;
    reg vtc_fsync_d1, vtc_fsync_d2;
    reg vtc_active_d1;
    reg vtc_hsync_d1, vtc_vsync_d1;
    wire vtc_fsync_rising;
    reg [VIDEO_DATA_WIDTH-1:0] pixel_data_r;
    wire [VIDEO_DATA_WIDTH-1:0] pixel_swapped;
    assign pixel_swapped = {pixel_data_r[23:16], pixel_data_r[7:0], pixel_data_r[15:8]};
    always @(posedge video_clk) begin
        vtc_fsync_d1 <= vtc_fsync;
        vtc_fsync_d2 <= vtc_fsync_d1;
        vtc_active_d1 <= vtc_active_video;
        vtc_hsync_d1 <= vtc_hsync;
        vtc_vsync_d1 <= vtc_vsync;
    end
    assign vtc_fsync_rising = vtc_fsync_d1 & ~vtc_fsync_d2;
    always @(posedge video_clk) begin
        if (!resetn) begin
            pixel_data_r <= {VIDEO_DATA_WIDTH{1'b0}};
        end else if (s_axis_tready && s_axis_tvalid) begin
            pixel_data_r <= s_axis_tdata;
        end
    end
    always @(posedge video_clk) begin
        if (!resetn) begin
            state <= UNLOCKED;
            frame_pending <= 1'b0;
        end else begin
            case (state)
                UNLOCKED: begin
                    if (s_axis_tvalid && s_axis_tuser) begin
                        frame_pending <= 1'b1;
                        state <= WAIT_FSYNC;
                    end
                end
                WAIT_FSYNC: begin
                    if (vtc_fsync_rising) begin
                        state <= LOCKED;
                        frame_pending <= 1'b0;
                    end
                    if (!s_axis_tvalid) begin
                        state <= UNLOCKED;
                        frame_pending <= 1'b0;
                    end
                end
                LOCKED: begin
                    if (!s_axis_tvalid) begin
                        state <= UNLOCKED;
                    end
                    if (s_axis_tvalid && s_axis_tuser) begin
                        frame_pending <= 1'b1;
                    end
                    if (vtc_fsync_rising) begin
                        frame_pending <= 1'b0;
                    end
                end
                default: state <= UNLOCKED;
            endcase
        end
    end
    always @(posedge video_clk) begin
        if (!resetn) begin
            vid_data <= {VIDEO_DATA_WIDTH{1'b0}};
            vid_hsync <= 1'b0;
            vid_vsync <= 1'b0;
            vid_active_video <= 1'b0;
        end else begin
            vid_hsync <= vtc_hsync_d1;
            vid_vsync <= vtc_vsync_d1;
            vid_active_video <= vtc_active_d1;
            if (vtc_active_d1) begin
                vid_data <= pixel_swapped;
            end else begin
                vid_data <= {VIDEO_DATA_WIDTH{1'b0}};   
            end
        end
    end
    assign s_axis_tready = (state == UNLOCKED) || ((state == LOCKED) && vtc_active_video);
endmodule
```
**./run.sh**
```bash
#!/bin/bash
# OpenROAD 26Q1-2900-gdf79404cd8, Yosys 0.63+post, stock flow scripts
make -C /OpenROAD-flow-scripts/flow DESIGN_CONFIG=/design/flow/config.mk WORK_HOME=/design/flow/orfs finish
```
==> flow_metrics.py <==
# Physical implementation metrics
metrics = {
    "run_status": {
        "run_status": "finished, final reports clean",
    },
    "yosys": {
        "syn-mean-instance-area_um2": 10.46,
        "postSynthRegisterBits": 59,
        "fraction_of_synthesized_cell_area_in_xor_and_xnor_cells": 0,
        "mux_share": 0.1241,
        "top_logic_kind": "simple AND/OR/NAND/NOR gates",
        "yosysWarnings": 1,
        "synth_compound_gate_area_share": 0.02004,
        "synth_area_um2": 1936,
        "synthAdderAreaFrac": 0,
        "synth_chip_area_um2": 1936,
        "netlist_instances": 185,
        "yosys.area_share.simple": 0.1946,
        "synth.distinct_cells": 17,
        "synth-seq-area-share": 0.6102,
        "yosys-stat-cells": 185,
    },
    "clock_network": {
        "cts_setup_buffers": 0,
        "post_cts_resize_count": 0,
        "cts_inserted_buffers": 9,
        "clock_path_buffers": 2,
        "cts_root_buffer": "clkbuf_8",
        "worst_setup_hold_path_clk_slew_ns": 0.06,
        "cts-htree-levels": 3,
        "cts_num_sinks": 59,
        "cts_tree": "yes",
        "worst_skew_pair.late_latency_ns": 0.32,
        "post_cts_hold_buffer_count": 0,
    },
    "route": {
        "drtAntennaViolNets": 0,
        "detailedRoute.firstIterationViolations": 37,
        "route.detailed.vias_per_inst": 4.295,
        "detail_route.wirelength_um": 3392,
        "dr.pass1.iters": 4,
        "post_drt_wl_per_cell_um": 10.53,
        "antennaDiodeCount": 0,
        "remaining_drc_errors": 0,
        "num_vias": 1383,
    },
    "run": {
        "log.warning_count": 26,
        "max-cap-violations": 0,
    },
    "sta": {
        "finClkSkew_ns": 0.008003,
        "timing.slew.headroom": 0.4715,
        "hold_viol_final": 0,
        "timing.final.crit_period_ns": 1.917,
        "maxSlewViolCount": 0,
        "period_used_share": 0.9129,
        "maxClockFrequency_mhz": 521.6,
        "totalNegativeSetupSlack_ns": 0,
        "setup-violations-final": 0,
        "grt_setup_unrepaired": "false",
        "tightest_pin_transition_ns": 0.7916,
    },
    "placement": {
        "port-buffer-count": 59,
        "dp.final_hpwl_um": 2060,
        "routabilityCongestion": 0.7296,
        "post_dp_cell_area_um2": 2544,
        "dp_cells": 307,
    },
    "cells_and_area": {
        "area.growth.synth_to_final_pct": 39.69,
        "cell_area_after_layout_um2": 2704,
        "layout-drive-gt1-share": 0.06883,
        "layout.cells.most_common_list": "dfxtp_1 (59), clkdlybuf4s50_1 (58), nand2_1 (52)",
        "final-instance-count-excl-fill": 322,
        "commonest_non_fill_non_tap_cell_in_the_layout": "dfxtp_1",
    },
    "setup_path": {
        "crit_slowest_cell": "clkdlybuf4s50_1",
        "critPathLaunchType": "input pin",
        "critPathMaxFanout": 2,
        "worst_ep_required_time_ns": 1.68,
        "timing.critical_path.max_delay_family": "buffers and inverters",
        "cpMostUsedCell": "clkdlybuf4s50_1",
        "cp.buffers_inverters": 2,
        "cp_data_arrival_time_ns": 1.50,
        "cpPeakStageDelay_ns": 0.47,
        "worstPathCellList": "clkdlybuf4s50_1 -> a21o_1 -> clkdlybuf4s50_1",
        "setup.worst_path.end_class": "output port",
        "worst-setup-path-type": "in -> out",
    },
    "floorplan": {
        "coreArea_um2": 6061,
        "initCoreUtil": 0.3194,
        "die_w_um": 82.33,
        "std_cell_rows": 28,
        "io-pin-count": 61,
        "chipHeight_um": 82.33,
        "fp.dieArea_um2": 6777,
    },
    "global_route": {
        "antenna_found_initial": 0,
        "grt_first_pass_wirelength_um": 5395,
        "grt_usage": 0.1060,
        "grt_pass1_vias": 1235,
        "grt_start_max_net_pins": 78,
        "gr-total-overflow": 0,
    },
    "power_and_ir_drop": {
        "ir_drop_uv": 433.5,
        "cellPowerDensity_nw_per_um2": 823.6,
        "power.leakage_nw": 1.185,
    },
    "min_path": {
        "hold_path.class": "reg -> reg",
    },
}
==> routing by layer <==
metal  wire, µm  global-route usage  vias up
li1           -                   -      723
met1       1627              0.1458      614
met2       1466              0.1628       40
met3        228             0.03344        6
met4         70             0.03158        0
met5          0                   0        -
==> flip-flops by register name, indices dropped and copies added, names as in the netlist <==
name              count
pixel_data_r         24
state                 3
vid_active_video      1
vid_data             24
vid_hsync             1
vid_vsync             1
vtc_active_d1         1
vtc_fsync_d1          1
vtc_fsync_d2          1
vtc_hsync_d1          1
vtc_vsync_d1          1
==> power breakdown <==
group	total (mW)	internal (mW)	leakage, nW	switching (mW)
Sequential	1.20	1.17	0.484	0.0249
Clock	0.840	0.448	0.0860	0.393
Combinational	0.188	0.120	0.615	0.0678
Total	2.23	1.74	1.19	0.485
==> through the flow <==
step	total power, mW	util	hold slack [ns]	setup WS, ns
after floorplan	1.319	-	0.3517	0.8922
after global placement	1.412	0.4197	0.3621	0.1928
after detailed placement	1.415	0.4197	0.3646	0.1788
after CTS	2.277	0.4461	0.3736	0.1734
after global routing	2.348	0.4461	0.3799	0.1457
final	2.227	0.4461	0.3693	0.1829
==> cells in the mapped netlist (all sizes together) <==
cell,count,area [µm²]
dfxtp,59,1181
nor2,1,3.750
a21o,1,7.510
a31oi,1,6.260
o21ba,1,10.01
buf,5,61.31
clkbuf,8,30.03
nand2,52,195.2
o21ai,2,10.01
a21oi,1,5.000
and2,4,27.53
mux2i,24,240.2
inv,2,7.510
and3,24,150.1
==> kinds of logic after synthesis <==
| kind of cell | count (synthesis) |
|---|---|
| buffers and inverters | 15 |
| DFF | 59 |
| AOI/OAI and AO/OA | 6 |
| and+or+nand+nor | 81 |
| muxes | 24 |
==> final timing paths <==
check                        from                           end  slack, ns  cells past startpoint
max reg2reg      state[1]$_DFF_P_  pixel_data_r[5]$_SDFFE_PN0P_       0.83                      3
max              vtc_active_video                 s_axis_tready       0.18                      3
min          vtc_fsync_d1$_DFF_P_          vtc_fsync_d2$_DFF_P_       0.37                      0
min reg2reg  vtc_fsync_d1$_DFF_P_          vtc_fsync_d2$_DFF_P_       0.37                      0
==> final cells by class <==
cell class | instances | area, µm²
repair buffers | 60 | 605.6
fillers | 568 | 3357
inverters | 2 | 7.507
flip-flops and latches | 59 | 1181
clock inverters | 3 | 15.01
clock buffers | 12 | 145.1
multi-input cells | 111 | 655.6
well taps | 75 | 93.84
Power and IR drop assume default switching activity.
